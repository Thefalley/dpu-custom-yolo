`config.mk`:
```
export PLATFORM = sky130hd
export DESIGN_NAME = conv_engine
export DESIGN_NICKNAME = conv_engine
export VERILOG_FILES = /design/flow/design.v
export SDC_FILE = /design/flow/constraint.sdc
export NUM_CORES = 4
export LEC_CHECK = 1
export CORE_UTILIZATION = 40
```
`constraint.sdc`:
```
current_design conv_engine

set clk_period 15.0
set clk_io_pct 0.2

create_clock -name clk0 -period $clk_period [get_ports {clk}]

set non_clock_inputs [all_inputs -no_clocks]
set_input_delay [expr $clk_period * $clk_io_pct] -clock clk0 $non_clock_inputs
set_output_delay [expr $clk_period * $clk_io_pct] -clock clk0 [all_outputs]
```
`design.v`:
```
`default_nettype none
module conv_engine #(
    parameter int SCALE_Q = 16
) (
    input  logic        clk,
    input  logic        rst_n,
    input  logic        start,
    input  logic [10:0] macs_count,       
    input  logic signed [7:0]  act_in,
    input  logic signed [7:0]  w_in,
    input  logic signed [31:0] bias,
    input  logic [15:0] scale,
    output logic        done,
    output logic signed [7:0]  result_int8,
    output logic [10:0] mac_index    
);
    logic        mac_valid;
    logic signed [31:0] mac_acc_in, mac_acc_out;
    logic signed [31:0] acc_feedback;
    logic        leaky_valid;
    logic signed [31:0] leaky_x, leaky_y;
    logic        req_valid;
    logic signed [31:0] req_acc;
    logic signed [7:0]  req_out;
    mac_int8 u_mac (
        .clk(clk), .rst_n(rst_n), .valid(mac_valid),
        .weight(w_in), .activation(act_in), .acc_in(mac_acc_in),
        .acc_out(mac_acc_out), .done()
    );
    leaky_relu u_leaky (
        .clk(clk), .rst_n(rst_n), .valid(leaky_valid),
        .x(leaky_x), .y(leaky_y), .done()
    );
    requantize #(.SCALE_Q(SCALE_Q)) u_req (
        .clk(clk), .rst_n(rst_n), .valid(req_valid),
        .acc(req_acc), .scale(scale),
        .out_int8(req_out), .done()
    );
    typedef enum logic [3:0] {
        S_IDLE, S_MAC_DRIVE, S_MAC_WAIT, S_MAC_LATCH,
        S_LEAKY_FEED, S_LEAKY_WAIT, S_REQ_FEED, S_REQ_WAIT, S_DONE
    } state_t;
    state_t state;
    logic [10:0] mac_count;
    logic [1:0]  wait_count;
    assign mac_acc_in = acc_feedback;
    assign leaky_x   = acc_feedback + bias;
    assign req_acc    = leaky_y;
    assign mac_index  = mac_count;
    always_ff @(posedge clk or negedge rst_n) begin
        if (!rst_n) begin
            state       <= S_IDLE;
            mac_valid   <= 1'b0;
            leaky_valid <= 1'b0;
            req_valid   <= 1'b0;
            acc_feedback<= 32'sd0;
            result_int8 <= 8'sd0;
            done        <= 1'b0;
            mac_count   <= 11'd0;
            wait_count  <= 2'd0;
        end else begin
            done <= 1'b0;
            case (state)
                S_IDLE: begin
                    acc_feedback <= 32'sd0;
                    if (start) begin
                        state     <= S_MAC_DRIVE;
                        mac_count <= 11'd0;
                        mac_valid <= 1'b1;
                    end
                end
                S_MAC_DRIVE: begin
                    mac_valid <= 1'b1;
                    state     <= S_MAC_WAIT;
                end
                S_MAC_WAIT: begin
                    mac_valid <= 1'b0;
                    state     <= S_MAC_LATCH;
                end
                S_MAC_LATCH: begin
                    acc_feedback <= mac_acc_out;
                    if (mac_count == (macs_count - 11'd1)) begin
                        state <= S_LEAKY_FEED;
                    end else begin
                        mac_count <= mac_count + 11'd1;
                        state     <= S_MAC_DRIVE;
                        mac_valid <= 1'b1;
                    end
                end
                S_LEAKY_FEED: begin
                    leaky_valid <= 1'b1;
                    wait_count  <= 2'd2;
                    state       <= S_LEAKY_WAIT;
                end
                S_LEAKY_WAIT: begin
                    leaky_valid <= 1'b0;
                    if (wait_count == 2'd0)
                        state <= S_REQ_FEED;
                    else
                        wait_count <= wait_count - 2'd1;
                end
                S_REQ_FEED: begin
                    req_valid  <= 1'b1;
                    state      <= S_REQ_WAIT;
                    wait_count <= 2'd2;
                end
                S_REQ_WAIT: begin
                    req_valid <= 1'b0;
                    if (wait_count == 2'd0) begin
                        state       <= S_DONE;
                        result_int8 <= req_out;
                        done        <= 1'b1;
                    end else
                        wait_count <= wait_count - 2'd1;
                end
                S_DONE: begin
                    state <= S_IDLE;
                end
                default: state <= S_IDLE;
            endcase
        end
    end
endmodule
`default_nettype wire
`default_nettype none
module leaky_relu (
    input  logic        clk,
    input  logic        rst_n,
    input  logic        valid,
    input  logic signed [31:0] x,
    output logic signed [31:0] y,
    output logic        done
);
    logic signed [31:0] x_shifted;   
    logic signed [31:0] y_comb;
    assign x_shifted = (x >>> 3) - (x >>> 5);
    assign y_comb    = (x[31] == 1'b0) ? x : x_shifted;   
    always_ff @(posedge clk or negedge rst_n) begin
        if (!rst_n) begin
            y    <= 32'sd0;
            done <= 1'b0;
        end else begin
            done <= valid;
            y    <= valid ? y_comb : y;
        end
    end
endmodule
`default_nettype wire
`default_nettype none
module mac_int8 (
    input  logic        clk,
    input  logic        rst_n,
    input  logic        valid,
    input  logic signed [7:0]  weight,
    input  logic signed [7:0]  activation,
    input  logic signed [31:0] acc_in,
    output logic signed [31:0] acc_out,
    output logic        done
);
    logic signed [15:0] product;
    logic signed [31:0] product_sext;
    logic signed [31:0] sum;
    assign product      = 16'($signed(weight) * $signed(activation));
    assign product_sext = 32'($signed(product));
    assign sum          = acc_in + product_sext;
    always_ff @(posedge clk or negedge rst_n) begin
        if (!rst_n) begin
            acc_out <= 32'sd0;
            done    <= 1'b0;
        end else begin
            done    <= valid;
            acc_out <= valid ? sum : acc_out;
        end
    end
endmodule
`default_nettype wire
`default_nettype none
module requantize #(
    parameter int SCALE_Q = 16    
) (
    input  logic        clk,
    input  logic        rst_n,
    input  logic        valid,
    input  logic signed [31:0] acc,
    input  logic [15:0] scale,    
    output logic signed [7:0]  out_int8,
    output logic        done
);
    logic signed [47:0] product48;
    logic signed [31:0] rounded;
    logic signed [7:0]  clamped;
    assign product48 = acc * $signed({1'b0, scale});
    assign rounded   = product48 >>> SCALE_Q;
    assign clamped = (rounded > 32'sd127)  ? 8'sd127 :
                     (rounded < -32'sd128) ? -8'sd128 :
                     rounded[7:0];
    always_ff @(posedge clk or negedge rst_n) begin
        if (!rst_n) begin
            out_int8 <= 8'sd0;
            done     <= 1'b0;
        end else begin
            done     <= valid;
            out_int8 <= valid ? clamped : out_int8;
        end
    end
endmodule
`default_nettype wire
```
`run.sh`:
```
#!/bin/bash
# OpenROAD 26Q1-2900-gdf79404cd8, Yosys 0.63+post, stock flow scripts
make -C /OpenROAD-flow-scripts/flow DESIGN_CONFIG=/design/flow/config.mk WORK_HOME=/design/flow/orfs finish
```
==> out/qor.txt <==
Final wirelength: 72.6 mm
Synth async-reset ratio: 100%
Max Clock Skew: 0.0191 ns
Initial antenna violation count: 1
Layout cells sized above 1: 3.97%
Max Fclk: 98.1 MHz
Mapped Area: 0.0318 mm2
R2R cell count: 26
Max-slew violations: 0
Non-Filler Instances: 4623
Gr ovfl total: 0
PortBufs: 97
Die ar.: 0.0806 mm2
Total GRT Usage: 20.4%
# H-tree levels: 4
Largest net degree at the start of global routing: 65
CP endpoint: u_req.out_int8[3]
Run status: finished clean
HP Class: reg2reg
Clock root buffer: clkbuf_16
Final period demand of the worst path: 10.19 ns
WP depth: 27
P&R area growth vs syn: 8.39%
Core area: 0.0789 mm2
Pre-antenna DRT Iters: 5
Post-CTS resize count: 0
Unrepaired setup endpoints after global routing: false
Hold_sp: state[5]
Critical setup path kind: in2reg
Number of library cell types mapped by synthesis: 88
Cts bufs inserted: 17
CTS clk-pin slew, worst paths: 0.08 ns
Cycle use final: 67.9%
Slew HR: 44.3%
Initial DRC count: 867
Post-route ant nets: 0
Setup crit end kind: flip-flop
DRC viols: 0
Init Core Util: 40.3%
IO Pins: 98
Syn Inst Count: 3528
Post-synth EDFFs: 0
Final hold violations: 0
N_diodes: 0
Placed Cells: 4591
Clock sink total: 137
CP Max Fanout: 32
Slowest cell on crit path: fa_1
WL/cell: 15.7 um
Syn_area_per_cell: 9.01 um2
First-pass GRT wire length: 126 mm
Arr. time, crit path: 10.59 ns
# hold bufs at CTS: 0
CTS tree: yes
Vias per cell: 4.93
Vias in the first global route: 24600
Chip area estimate from yosys synthesis: 0.0318 mm2
FP Rows: 103
Main flop type: dfrtp_1
Setup crit start kind: primary input
Max-cap violations: 0
Synth Seq Share: 10.8%
Die W: 284 um
Final HPWL DP: 59.3 mm
CP peak stage delay: 0.75 ns
Tool warnings: 27
Die Y: 284 um
GP Congestion: 0.921
Post-layout util: 43.7%
Sum Neg Setup Slack: 0 ns
R2r setup slk: 7.42 ns
Worst r2r src: u_leaky.y[31]
Synth warn: 4
Ys cells: 3528
# Post-CTS Setup Buffers: 0
CP required: 15.40 ns
Reg2reg end: u_req.out_int8[3]
Buf/Inv on CP: 7
Clk Latency, worst-skew pair: 0.48 ns
Actual slew at the worst max-slew pin: 0.827 ns
Crit path launch: scale[2]
Critical Path Most Common Cell: fa_1
CP delay by family, top: adder cells
Synth flops: 137
Via count: 22800
Clk buf depth: 2
Final setup viols: 0
==> sequential cells by signal (all words and copies together), names as in the netlist <==
signal / flops
state: 9
u_req.out_int8: 8
wait_count: 2
leaky_valid: 1
u_leaky.y: 32
mac_count: 11
req_valid: 1
u_mac.acc_out: 32
acc_feedback: 32
mac_valid: 1
result_int8: 8
==> placed cells by master, fill, tap and decap left out, drive strengths merged, types with 17 or more instances in the layout <==
cell	count
inv	826
fa	620
nand2	456
and2	247
ha	244
dfrtp	136
nor2	120
a21oi	105
xnor2	96
clkdlybuf4s50	96
o21ai	57
xor2	44
nor3	42
a21o	41
o31ai	37
mux2	35
buf	35
a31oi	33
nand2b	28
nand3	27
o21a	23
nand4	20
clkbuf	17
==> worst reg2reg max path, cell delays in order, from the launching register on <==
cell and delay [ns]:
dfrtp_1 0.46, buf_4 0.23, nand2_1 0.11, inv_1 0.09
fa_1 0.75, inv_1 0.11, fa_1 0.47, inv_1 0.38
fa_1 0.53, fa_1 0.50, fa_1 0.49, inv_1 0.05
fa_1 0.47, inv_1 0.04, ha_1 0.39, and2_1 0.19
nor2b_1 0.16, and4_1 0.22, and3_1 0.19, o211ai_2 0.13
a311oi_2 0.34, nor3_1 0.10, a211oi_1 0.25, nand4_1 0.17
o31ai_4 0.41, nand2_1 0.11, a21oi_1 0.15
==> worst min-delay path by stage <==
stage,endpoint,cells after the start
5_1_grt,state[3],0
4_1_cts,state[3],0
6_report,state[3],0
==> through the flow <==
stage	setup slack, ns	instance area (um2)	hold slack (ns)
floorplan	5.56	31800	0.346
global placement	4.42	33900	0.358
detailed placement	4.33	33900	0.361
CTS	4.84	34500	0.379
global route	4.23	34500	0.396
finish	4.81	34500	0.377
==> layout make-up <==
class,instances,area [um2]
Clock buffer,17,425
Inverter,815,3060
Multi-Input combinational cell,2458,24800
Clock inverter,15,165
Sequential cell,137,3430
Fill cell,7737,44400
Tap cell,1050,1310
Timing Repair Buffer,131,1230
==> per-layer routing <==
layer | vias up | global-route usage, % | routed length (um)
li1 | 10900 | - | -
met1 | 11300 | 29.6 | 32400
met2 | 553 | 31.8 | 33800
met3 | 63 | 6.97 | 5390
met4 | 2 | 2.49 | 990
met5 | - | 0 | 18
==> kinds of logic after synthesis <==
kind of cell	synth area share [%]
fa+ha+maj	48.6
mux	1.59
compound gates	8.64
flops	10.8
xor+xnor	3.92
simple gates	15.3
buf+inv	11.1
==> Yosys cell counts (all sizes together) (35+ instances only) <==
library cell	instances	share of area, %
nand2	456	5.4
a21oi	105	1.7
nor2	120	1.4
o31ai	37	0.99
o21ai	57	0.96
mux2	35	1.2
ha	244	9.6
xor2	44	1.3
and2	247	4.9
fa	620	39
a21o	41	0.97
clkbuf	112	1.3
xnor2	96	2.6
inv	815	9.6
dfrtp	136	11
nor3	42	0.68
