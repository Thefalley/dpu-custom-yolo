`flow/design.v`:
```
module dpu_axi_dma #(
    parameter int ADDR_BITS   = 24,
    parameter int AXIS_DATA_W = 32,   
    parameter int MAX_WBUF    = 147456,
    parameter int MAX_CH      = 256
) (
    input  logic                    clk,
    input  logic                    rst_n,
    input  logic [AXIS_DATA_W-1:0] s_axis_tdata,
    input  logic [AXIS_DATA_W/8-1:0] s_axis_tkeep,
    input  logic                    s_axis_tvalid,
    output logic                    s_axis_tready,
    input  logic                    s_axis_tlast,
    output logic [AXIS_DATA_W-1:0] m_axis_tdata,
    output logic [AXIS_DATA_W/8-1:0] m_axis_tkeep,
    output logic                    m_axis_tvalid,
    input  logic                    m_axis_tready,
    output logic                    m_axis_tlast,
    input  logic [2:0]             dma_target,
    input  logic [ADDR_BITS-1:0]   dma_base_addr,
    input  logic [ADDR_BITS-1:0]   dma_length,
    input  logic                    dma_start,
    input  logic                    dma_dir,        
    output logic                    dma_done,
    output logic                    dma_busy,
    output logic                    cmd_valid,
    input  logic                    cmd_ready,
    output logic [2:0]             cmd_type,
    output logic [ADDR_BITS-1:0]   cmd_addr,
    output logic [7:0]             cmd_data,
    input  logic                    rsp_valid,
    input  logic [7:0]             rsp_data
);
    localparam [ADDR_BITS-1:0] BIAS_OFFSET = MAX_WBUF;
    localparam [ADDR_BITS-1:0] FMAP_OFFSET = MAX_WBUF + MAX_CH * 4;
    localparam S_IDLE      = 3'd0;
    localparam S_WR_FETCH  = 3'd1;   
    localparam S_WR_CMD    = 3'd2;   
    localparam S_WR_WAIT   = 3'd3;   
    localparam S_RD_CMD    = 3'd4;   
    localparam S_RD_WAIT   = 3'd5;   
    localparam S_RD_PUSH   = 3'd6;   
    localparam S_DONE      = 3'd7;
    logic [2:0]           state;
    logic [ADDR_BITS-1:0] byte_cnt;
    logic [ADDR_BITS-1:0] cur_addr;
    logic [1:0]           word_byte;     
    logic [AXIS_DATA_W-1:0] axis_buf;   
    logic                 axis_buf_valid;
    logic [7:0] cur_byte;
    assign cur_byte = axis_buf[word_byte*8 +: 8];
    assign dma_busy = (state != S_IDLE && state != S_DONE);
    assign dma_done = (state == S_DONE);
    assign m_axis_tkeep = {(AXIS_DATA_W/8){1'b1}};
    always_ff @(posedge clk) begin
        if (!rst_n) begin
            state          <= S_IDLE;
            byte_cnt       <= '0;
            cur_addr       <= '0;
            word_byte      <= 2'd0;
            axis_buf       <= '0;
            axis_buf_valid <= 1'b0;
            cmd_valid      <= 1'b0;
            cmd_type       <= 3'd0;
            cmd_addr       <= '0;
            cmd_data       <= 8'd0;
            m_axis_tdata   <= '0;
            m_axis_tvalid  <= 1'b0;
            m_axis_tlast   <= 1'b0;
            s_axis_tready  <= 1'b0;
        end else begin
            cmd_valid     <= 1'b0;
            s_axis_tready <= 1'b0;
            m_axis_tvalid <= 1'b0;
            m_axis_tlast  <= 1'b0;
            case (state)
                S_IDLE: begin
                    if (dma_start) begin
                        byte_cnt  <= '0;
                        cur_addr  <= dma_base_addr;
                        word_byte <= 2'd0;
                        axis_buf_valid <= 1'b0;
                        if (dma_dir == 1'b0)
                            state <= S_WR_FETCH;
                        else
                            state <= S_RD_CMD;
                    end
                end
                S_WR_FETCH: begin
                    if (byte_cnt >= dma_length) begin
                        state <= S_DONE;
                    end else if (!axis_buf_valid || word_byte == 2'd0) begin
                        s_axis_tready <= 1'b1;
                        if (s_axis_tvalid && s_axis_tready) begin
                            s_axis_tready  <= 1'b0;   
                            axis_buf       <= s_axis_tdata;
                            axis_buf_valid <= 1'b1;
                            word_byte      <= 2'd0;
                            state          <= S_WR_CMD;
                        end
                    end else begin
                        state <= S_WR_CMD;
                    end
                end
                S_WR_CMD: begin
                    case (dma_target)
                        3'd0, 3'd1, 3'd2: cmd_type <= 3'd0;  
                        3'd3:              cmd_type <= 3'd5;  
                        3'd4:              cmd_type <= 3'd6;  
                        default:           cmd_type <= 3'd0;
                    endcase
                    case (dma_target)
                        3'd0:    cmd_addr <= cur_addr;                     
                        3'd1:    cmd_addr <= FMAP_OFFSET + cur_addr;      
                        3'd2:    cmd_addr <= BIAS_OFFSET + cur_addr;      
                        default: cmd_addr <= cur_addr;                     
                    endcase
                    cmd_data  <= cur_byte;
                    cmd_valid <= 1'b1;
                    state     <= S_WR_WAIT;
                end
                S_WR_WAIT: begin
                    cmd_valid <= 1'b1;
                    if (cmd_ready) begin
                        cmd_valid <= 1'b0;
                        byte_cnt  <= byte_cnt + 1;
                        cur_addr  <= cur_addr + 1;
                        if (word_byte == 2'd3) begin
                            word_byte      <= 2'd0;
                            axis_buf_valid <= 1'b0;
                            state          <= S_WR_FETCH;
                        end else begin
                            word_byte <= word_byte + 1;
                            state     <= (byte_cnt + 1 >= dma_length) ? S_DONE : S_WR_CMD;
                        end
                    end
                end
                S_RD_CMD: begin
                    if (byte_cnt >= dma_length) begin
                        state <= S_DONE;
                    end else begin
                        cmd_type  <= 3'd2;    
                        cmd_addr  <= cur_addr;
                        cmd_data  <= 8'd0;
                        cmd_valid <= 1'b1;
                        state     <= S_RD_WAIT;
                    end
                end
                S_RD_WAIT: begin
                    cmd_valid <= 1'b1;
                    if (cmd_ready) begin
                        cmd_valid <= 1'b0;
                    end
                    if (rsp_valid) begin
                        m_axis_tdata[word_byte*8 +: 8] <= rsp_data;
                        byte_cnt <= byte_cnt + 1;
                        cur_addr <= cur_addr + 1;
                        if (word_byte == 2'd3 || byte_cnt + 1 >= dma_length) begin
                            state <= S_RD_PUSH;
                        end else begin
                            word_byte <= word_byte + 1;
                            state     <= S_RD_CMD;
                        end
                    end
                end
                S_RD_PUSH: begin
                    m_axis_tvalid <= 1'b1;
                    m_axis_tlast  <= (byte_cnt >= dma_length);
                    if (m_axis_tvalid && m_axis_tready) begin
                        word_byte <= 2'd0;
                        m_axis_tdata <= '0;
                        m_axis_tvalid <= 1'b0;
                        m_axis_tlast  <= 1'b0;
                        if (byte_cnt >= dma_length)
                            state <= S_DONE;
                        else
                            state <= S_RD_CMD;
                    end
                end
                S_DONE: begin
                    if (!dma_start)
                        state <= S_IDLE;
                end
                default: state <= S_IDLE;
            endcase
        end
    end
endmodule
```
`flow/run.sh`:
```
#!/bin/bash
# OpenROAD 26Q1-2900-gdf79404cd8, Yosys 0.63+post, stock flow scripts
make -C /OpenROAD-flow-scripts/flow DESIGN_CONFIG=/design/flow/config.mk WORK_HOME=/design/flow/orfs finish
```
`flow/config.mk`:
```
export PLATFORM = sky130hd
export DESIGN_NAME = dpu_axi_dma
export DESIGN_NICKNAME = dpu_axi_dma
export VERILOG_FILES = /design/flow/design.v
export SDC_FILE = /design/flow/constraint.sdc
export NUM_CORES = 4
export LEC_CHECK = 1
export CORE_UTILIZATION = 50
```
`flow/constraint.sdc`:
```
current_design dpu_axi_dma

set clk_period 10.2
set clk_io_pct 0.2

create_clock -name clk0 -period $clk_period [get_ports {clk}]

set non_clock_inputs [all_inputs -no_clocks]
set_input_delay [expr $clk_period * $clk_io_pct] -clock clk0 $non_clock_inputs
set_output_delay [expr $clk_period * $clk_io_pct] -clock clk0 [all_outputs]
```
==> ci_impl_report.md <==
### Metrics collected by this job

| Metric | Value |
|---|---|
| Status | complete, no violations |
| Yosys cell count | around 1100 |
| Crit path launch | dma_length[22] |
| Worst Tran Pin Value | between 0.8 and 0.9 ns |
| Max-Cap Viols | 0 |
| Synth Area per Inst | around 8.3 sq um |
| First-pass DRT Iterations | 5 |
| Hold Fails Final Rpt | 0 |
| Root Buffer Master | clkbuf_16 |
| Setup crit end kind | register |
| Mux share | between 6 and 7% |
| Commonest flop | dfxtp_1 |
| Area of the multi-input gates | around 0.0053 sq mm |
| Slowest Stage Delay on Critical Path | about 0.62 ns |
| Area Growth Syn to Fin | 27.2% |
| Filler cells | 1477 |
| Initial antenna violation count | 0 |
| Vias after detailed routing | 8161 |
| Max VDD drop | between 150 and 200 uV |
| Top cells by area | dfxtp_1 35%, ha_1 8.0%, nor2_1 5.9% |
| Hold Slack | ~0.45 ns |
| Cell with the most instances after synthesis | dfxtp_1 |
| Max Fclk | about 200 MHz |
| Die Y-Extent | between 100 and 150 um |
| Post-CTS Setup Repair Bufs | 0 |
| HP Class | reg2reg |
| Antenna cells | 0 |
| Period utilization | between 40% and 50% |
| XOR-XNOR Cells, Area Fraction | 3.54% |
| Normalized max-slew margin | between 40% and 50% |
| Cell Rows | 48 |
| Detailed-route vias per instance | between 5 and 6 |
| Syn Inst Count | 1076 |
| Final Critical Period | 4.88 ns |
| PostCTS Resize Cnt | 0 |
| Adder-Cell Fraction of Synth Area | about 8% |
| DR iter-0 viols | ~460 |
| Total GRT Usage | between 20% and 30% |
| Yosys synthesis chip area | between 0.008 and 0.009 sq mm |
| Die Size | 0.0183 sq mm |
| # setup viols final | 0 |
| Global route overflow | 0 |
| Die width | 135 um |
| CTS Hold Buffers Added | 0 |
| CP delay by family, top | AND-OR/OR-AND gates |
| Basic Gates by Area | between 20% and 30% |
| Unique cell type count in the Yosys netlist | between 70 and 80 |
| CP arrival | 5.19 ns |
| Drt drc | 0 |
| Power, Total | ~2.3 mW |
| Area leader share | a little over a third |
| Vias in the first global route | 7538 |
| Yosys top cell by area | dfxtp_1 |
| Async SR Flop Fraction | 0% |
| Max-slew violations | 0 |
| Core area | about 0.017 sq mm |
| Clock latency (worst-skew pair) | ~0.42 ns |
| PD cells | approximately 210 mW/mm^2 |
| CP Cell Sequence | clkdlybuf4s50_1 -> inv_1 -> ha_1 -> nand4_1 -> nor4_1 -> o21ai_1 -> a31oi_4 -> o31a_1 -> nor2_2 -> buf_4 -> o21a_1 |
| Wire per inst | ~16 um |
| Max Clock Skew | about 0.011 ns |
| Antenna-violating nets left | 0 |
| Initial Utilization | 51.2% |
| Tool warnings | 36 |
| Pin count of the biggest net entering global routing | 57 |
| AO/OA Area Share | 19.7% |
| CTS clock-pin slew for the worst setup and hold paths | about 0.060 ns |
| Reg area | around 0.0031 sq mm |
| Critical-path maximum fanout | 22 |
| CTS tree | done |
| H-tree Lvls | 4 |
| Largest logic family | simple AND/OR/NAND/NOR gates |
| Worst hold start | m_axis_tdata[6] |
| Layout cell share with drive strength beyond 1 | approximately 6.7% |
| GP Congestion | between 0.8 and 0.9 |
| Buf/Inv on CP | 3 |
| Post-Syn Area | between 0.008 and 0.009 sq mm |
| TritonCTS Buffers | 17 |
| Clock buffer depth | 2 |
| Final WS setup | 5.32 ns |
| Synth Seq Share | a little over a third |
| Post-synth EDFFs | 0 |
| Critical path's slowest cell | o31a_1 |
| RSZ-0062 raised after global routing | false |
| Critical Path RT | around 11 ns |
| First-pass GRT wire length | between 30000 and 40000 um |
| Worst slack at placement | 4.91 ns |
| Drt total wl | 23300 um |
| LEAKAGE | between 4 and 5 nW |
| YS warnings | 1 |
| Top cells by count, synth | 157 x dfxtp_1, 139 x nor2_1, 102 x nand2_1 |
| Clk sink count | 157 |
| Fin Setup TNS | 0 ns |
| Ys flops | roughly 160 |
| Type of the worst setup path | in2reg |
| I/O Buffers | 171 |
| HPWL Detailed | between 15000 and 20000 um |
| Worst setup SP type | primary input |
| IO Pins | 181 |
| Start of the worst register-to-register path | byte_cnt[0] |
## stage by stage
stage | instance area, sq um | std cells | utilization [%]
after global placement | 10700 | 1422 | 61.7
final | 11300 | 1454 | 65.2
after global routing | 11300 | 1454 | 65.2
after floorplan | 8910 | 1079 | -
after detailed placement | 10700 | 1422 | 61.7
after CTS | 11300 | 1454 | 65.2
## final cells by class
type,count,share of cell area (%)
multi-input combinational,807,46.7
sequential,157,27.8
timing repair buffer,187,16.2
clock buffer,18,3.79
tap,225,2.49
clock inverter,14,1.53
inverter,46,1.53
## tightest hold or removal path: stages, from the launching register on
cell and delay (ns):
dfxtp_1 0.31, nand2_1 0.05, a21oi_1 0.05
## per-layer routing
metal / part of all wire [%] / up-vias / global-route usage [%]
met5: 0 / - / 0
met4: 0.88 / 0 / 2.50
met3: 7.8 / 12 / 6.76
met2: 45 / 229 / 40.8
met1: 46 / 3778 / 40.4
li1: - / 4142 / -
## state kept, by name (all words and copies together), names as in the netlist, 2 cells and up
signal,cells
cmd_type,3
word_byte,2
cmd_addr,24
m_axis_tdata,32
cur_addr,24
axis_buf,32
byte_cnt,24
cmd_data,8
state,3
## power by group
part	switching (mW)	internal, mW	leakage, nW
logic	0.508	0.368	2.61
registers	0.115	0.706	1.27
clock network	0.278	0.370	0.288
## worst paths after layout
| check | to | slack [ns] | cells after the start |
|---|---|---|---|
| setup / recovery | cmd_valid | 5.32 | 11 |
| hold / removal | m_axis_tdata[6] | 0.45 | 2 |
| setup reg to reg | word_byte[0] | 5.73 | 14 |
| hold reg to reg | m_axis_tdata[6] | 0.45 | 2 |
## cell families (layout without fill, tap and decap cells)
group | count (synthesis) | after routing
buf+inv | 115 | 265
xor+xnor | 36 | 36
fa+ha+maj | 57 | 57
other cells | 1 | 4
simple gates | 390 | 390
compound gates | 271 | 271
mux | 49 | 49
flops | 157 | 157
## cell usage in the layout (no fill, tap or decap), types with 19 or more instances in the layout
cell type / count
a21oi_1: 90
o22ai_1: 19
nand2_1: 102
dfxtp_1: 157
o21ai_1: 30
nor2_1: 137
ha_1: 57
o21ai_0: 19
clkdlybuf4s50_1: 171
a22oi_1: 40
nand4_1: 20
xnor2_1: 23
nand3_1: 41
a211oi_1: 20
inv_1: 42
mux2i_1: 41
Power and IR drop assume default switching activity.
