$ cat ./design.v
`default_nettype none
module mult_shift_add (
    input  logic        clk,
    input  logic        rst_n,
    input  logic        valid,
    input  logic signed [7:0]  a,
    input  logic signed [7:0]  b,
    output logic signed [15:0] product,
    output logic        done
);
    logic signed [15:0] pp0, pp1, pp2, pp3, pp4, pp5, pp6, pp7;
    logic signed [15:0] sum01, sum23, sum45, sum67;
    logic signed [15:0] sum0123, sum4567;
    logic signed [15:0] sum_all;
    assign pp0 = b[0] ? {{8{a[7]}}, a} << 0 : 16'sd0;
    assign pp1 = b[1] ? {{8{a[7]}}, a} << 1 : 16'sd0;
    assign pp2 = b[2] ? {{8{a[7]}}, a} << 2 : 16'sd0;
    assign pp3 = b[3] ? {{8{a[7]}}, a} << 3 : 16'sd0;
    assign pp4 = b[4] ? {{8{a[7]}}, a} << 4 : 16'sd0;
    assign pp5 = b[5] ? {{8{a[7]}}, a} << 5 : 16'sd0;
    assign pp6 = b[6] ? {{8{a[7]}}, a} << 6 : 16'sd0;
    assign pp7 = b[7] ? {{8{a[7]}}, a} << 7 : 16'sd0;
    assign sum01   = pp0 + pp1;
    assign sum23   = pp2 + pp3;
    assign sum45   = pp4 + pp5;
    assign sum67   = pp6 + pp7;
    assign sum0123 = sum01 + sum23;
    assign sum4567 = sum45 + sum67;
    assign sum_all = sum0123 + sum4567;
    always_ff @(posedge clk or negedge rst_n) begin
        if (!rst_n) begin
            product <= 16'sd0;
            done    <= 1'b0;
        end else begin
            done    <= valid;
            product <= valid ? sum_all : product;
        end
    end
endmodule
`default_nettype wire
$ cat ./config.mk
export PLATFORM = sky130hd
export DESIGN_NAME = mult_shift_add
export DESIGN_NICKNAME = mult_shift_add
export VERILOG_FILES = /design/flow/design.v
export SDC_FILE = /design/flow/constraint.sdc
export NUM_CORES = 4
export LEC_CHECK = 1
export CORE_UTILIZATION = 50
$ cat ./constraint.sdc
current_design mult_shift_add

set clk_period 1.5
set clk_io_pct 0.2

create_clock -name clk0 -period $clk_period [get_ports {clk}]

set non_clock_inputs [all_inputs -no_clocks]
set_input_delay [expr $clk_period * $clk_io_pct] -clock clk0 $non_clock_inputs
set_output_delay [expr $clk_period * $clk_io_pct] -clock clk0 [all_outputs]
$ cat ./run.sh
#!/bin/bash
# OpenROAD 26Q1-2900-gdf79404cd8, Yosys 0.63+post, stock flow scripts
make -C /OpenROAD-flow-scripts/flow DESIGN_CONFIG=/design/flow/config.mk WORK_HOME=/design/flow/orfs finish
==> qor.csv <==
metric,value,unit
clock skew,0,ns
die height,76.7,um
Cells after Synth,279,
root cell of the clock tree,clkbuf_8,
core outline area,5240,um2
critical path class,input pin to flop,
DRT Pass-1 Iters,4,
largest area contributor in the netlist,fa_1,
H-tree depth,1,
violated checks,setup timing,
drt via density,4.89,
Synthesized registers,17,
"Cell Count, Final, Fillers Out",453,
initial antenna violation count,0,
insertion delay at the late pin of the worst-skew pair,0.24,ns
Post-Route Utilization,83.2,%
diode count,0,
Yosys Instances,279,
Rel. slew slack,77.6,%
post-synthesis sequential area ratio,15.2,%
initial drt markers,47,
clk buf depth,2,
final hold violations,0,
CTS clock-pin slew for the worst setup and hold paths,0.06,ns
Post-DRT Antenna Nets,0,
Fill cells,287,
TritonCTS Buffers,3,
Syn. warnings,1,
async set-reset flop share out of synthesis,100,%
Flop pwr share,9.4,%
pwr/cell area,1880,nW/um2
largest net degree at the start of global routing,22,
worst setup slack after layout,-2.45,ns
gr usage total,23.9,%
wire length per cell,13.5,um
total chip power,8.19,mW
Max-Cap Viols,0,
Reg2Reg Setup Slack,0.72,ns
static leakage power,2.05,nW
Cell area leaders,"fa_1 (38%), dfrtp_1 (15%), and2_1 (9.0%)",
status,"complete, but fails checks",
area added between synthesis and finish,56.0,%
cts hold-fix bufs,0,
CTS Sinks,17,
Final Max Slew Viols,0,
Cell Type Count,30,
Sw Share,39.6,%
Crit Path Max Fanout,5,
P_int,4.94,mW
Startpoint Class,input pin,
vias in the first global route,2391,
Placed Instances,428,
GPL Wtd Cong,0.901,
DRC,0,
Switch Pwr,3.25,mW
row cnt,26,
Commonest flop,dfrtp_1,
Hold Crit Class,input pin to async pin,
# setup viols final,14,
Tool Warnings,30,
Worst EP required,1.64,ns
post-synth design cell area,2790,um2
routed vias,2215,
RSZ-0062 raised after global routing,yes,
Fmax achieved,253,MHz
Top-Level Pins,36,
die width,76.7,um
"count leader, synth",inv_1,
Worst Max-Slew Pin Slew,0.335,ns
"Arr. time, crit path",4.09,ns
Post-synth EDFFs,0,
HPWL Detailed,4630,um
IO Port Bufs,35,
Tcrit/Tclk final,264,%
clock group share of total power,4.1,%
CTS tree,built,
layout cell share with drive strength beyond 1,48.3,%
first-pass GRT wire length,10700,um
Largest type area fraction,38.0,%
syn_area_per_cell,10.0,um2
die area,5890,um2
Routed WL,6120,um
Comb pwr share,86.6,%
"top cells by count, synth","inv_1 (61), fa_1 (53), and2_1 (40), nand2_1 (24), ha_1 (19)",
Overflow after GRT,0,
yosys stat area,2790,um2
initial core utilization,53.3,%
VDD IR-drop max,2.26,mV
CP Capture Type,flop,
min Tclk post-route,3.95,ns
repair_timing:
action / CTS / global route
endpoints found under the setup margin: 15 / 14
pin swaps: 56 / 55
resized: 119 / 47
setup buffers: 17 / 7
cloned: 0 / 0
through the flow:
| stage | area, um2 | TNS [ns] | hold slack, ns | setup WS, ns |
|---|---|---|---|---|
| 3_5_place_dp | 3820 | -35.32 | 0.496 | -3.27 |
| 6_report | 4360 | -24.85 | 0.401 | -2.45 |
| 3_3_place_gp | 3820 | -35.05 | 0.490 | -3.21 |
| 5_1_grt | 4360 | -25.76 | 0.403 | -2.58 |
| 2_1_floorplan | 3040 | -23.54 | 0.00441 | -2.58 |
| 4_1_cts | 4160 | -25.56 | 0.396 | -2.51 |
cell families (layout without fill, tap and decap cells):
family          count (synthesis)  count (layout)  synth area share, %
compound gates                 31              31                 7.67
xor+xnor                       10              10                 3.14
fa+ha+maj                      72              72                 46.5
buf+inv                        63             167                 8.47
flops                          17              17                 15.2
mux                            12              12                 4.84
simple gates                   74              74                 14.1
critical path, stage by stage:
cell and delay (ns):
buf_12 0.10, and2_4 0.15, fa_2 0.61, inv_2 0.07, buf_6 0.11, fa_1 0.46, inv_1 0.05, fa_1 0.47
inv_1 0.05, fa_1 0.49, inv_2 0.05, ha_4 0.29, o21ai_4 0.06, o21bai_4 0.17, a21oi_2 0.07, or3_1 0.37
a31o_1 0.22
flip-flops by register name (all words and copies together), names as in the netlist:
| signal | flops |
|---|---|
| done | 1 |
| product | 16 |
power by group through the flow:
stage,Combinational (mW),Clock (mW),Sequential (mW)
CTS,6.53,0.341,0.765
global route,7.80,0.366,0.788
finish,7.09,0.334,0.767
layer usage:
layer / global-route usage (%) / part of all wire [%] / vias up
li1: - / - / 1070
met1: 39.6 / 48 / 1112
met2: 37.6 / 49 / 31
met3: 4.23 / 3.5 / 2
met4: 0.962 / 0.20 / 0
met5: 0 / 0 / -
final timing paths:
| kind | from | depth (start not counted) | end |
|---|---|---|---|
| setup / recovery | a[7] | 17 | product[15] |
| hold / removal | rst_n | 2 | product[3] |
| setup reg to reg | product[15] | 2 | product[15] |
| hold reg to reg | product[12] | 1 | product[12] |
| max in group asynchronous | rst_n | 2 | product[8] |
| min in group clk0 | product[12] | 1 | product[12] |
area by class of cell:
type / count / area (um2) / area share (%)
clock buffers: 4 / 45.0 / 1.03
well taps: 70 / 87.6 / 2.01
repair buffers: 102 / 963 / 22.1
flip-flops and latches: 17 / 425 / 9.77
multi-input cells: 199 / 2610 / 59.8
inverters: 61 / 229 / 5.26
cell usage in the layout, fill, tap and decap left out, types with 2 or more instances in the layout:
cell,instances
buf_4,45
inv_1,44
fa_1,43
buf_6,26
and2_1,21
clkdlybuf4s50_1,20
and2_4,19
nand2_1,18
inv_2,17
dfrtp_1,17
ha_4,14
mux2_4,10
fa_2,10
xnor2_1,9
o21ai_4,4
a21oi_2,4
ha_1,4
buf_2,4
buf_8,4
nand2_2,3
a21o_1,3
a21oi_1,3
nor2_1,3
clkbuf_8,3
nand2_4,2
a211oi_4,2
nand3_1,2
a21oi_4,2
mux2_2,2
o21ai_1,2
o21ai_0,2
buf_12,2
Power and IR drop assume default switching activity.
