==> constraint.sdc <==
current_design layer0_engine

set clk_period 25.9
set clk_io_pct 0.2

create_clock -name clk0 -period $clk_period [get_ports {clk}]

set non_clock_inputs [all_inputs -no_clocks]
set_input_delay [expr $clk_period * $clk_io_pct] -clock clk0 $non_clock_inputs
set_output_delay [expr $clk_period * $clk_io_pct] -clock clk0 [all_outputs]
==> config.mk <==
export PLATFORM = sky130hd
export DESIGN_NAME = layer0_engine
export DESIGN_NICKNAME = layer0_engine
export VERILOG_FILES = /design/flow/design.v
export SDC_FILE = /design/flow/constraint.sdc
export NUM_CORES = 4
export LEC_CHECK = 1
export CORE_UTILIZATION = 30
==> design.v <==
`default_nettype none
module layer0_engine #(
    parameter int MACS = 27,
    parameter int SCALE_Q = 16
) (
    input  logic        clk,
    input  logic        rst_n,
    input  logic        start,
    input  logic signed [7:0]  act_in,
    input  logic signed [7:0]  w_in,
    input  logic signed [31:0] bias,
    input  logic [15:0] scale,
    output logic        done,
    output logic signed [7:0]  result_int8,
    output logic [4:0]  mac_index    
);
    logic        mac_valid;
    logic signed [31:0] mac_acc_in, mac_acc_out;
    logic signed [31:0] acc_feedback;
    logic        leaky_valid;
    logic signed [31:0] leaky_x, leaky_y;
    logic        req_valid;
    logic signed [31:0] req_acc;
    logic signed [7:0]  req_out;
    mac_int8 u_mac (
        .clk(clk), .rst_n(rst_n), .valid(mac_valid),
        .weight(w_in), .activation(act_in), .acc_in(mac_acc_in),
        .acc_out(mac_acc_out), .done()
    );
    leaky_relu u_leaky (
        .clk(clk), .rst_n(rst_n), .valid(leaky_valid),
        .x(leaky_x), .y(leaky_y), .done()
    );
    requantize #(.SCALE_Q(SCALE_Q)) u_req (
        .clk(clk), .rst_n(rst_n), .valid(req_valid),
        .acc(req_acc), .scale(scale),
        .out_int8(req_out), .done()
    );
    typedef enum logic [3:0] { S_IDLE, S_MAC_DRIVE, S_MAC_WAIT, S_MAC_LATCH, S_LEAKY_FEED, S_LEAKY_WAIT, S_REQ_FEED, S_REQ_WAIT, S_DONE } state_t;
    state_t state;
    logic [4:0] mac_count;    
    logic [1:0] sub_count;    
    logic [1:0] wait_count;
    assign mac_acc_in = acc_feedback;
    assign leaky_x   = acc_feedback + bias;
    assign req_acc   = leaky_y;
    assign mac_index = mac_count;
    always_ff @(posedge clk or negedge rst_n) begin
        if (!rst_n) begin
            state       <= S_IDLE;
            mac_valid   <= 1'b0;
            leaky_valid <= 1'b0;
            req_valid   <= 1'b0;
            acc_feedback<= 32'sd0;
            result_int8 <= 8'sd0;
            done        <= 1'b0;
            mac_count   <= 5'd0;
            sub_count   <= 2'd0;
            wait_count  <= 2'd0;
        end else begin
            done <= 1'b0;
            case (state)
                S_IDLE: begin
                    acc_feedback <= 32'sd0;
                    if (start) begin
                        state     <= S_MAC_DRIVE;
                        mac_count <= 5'd0;
                        sub_count <= 2'd0;
                        mac_valid <= 1'b1;
                    end
                end
                S_MAC_DRIVE: begin
                    mac_valid <= 1'b1;
                    state     <= S_MAC_WAIT;
                end
                S_MAC_WAIT: begin
                    mac_valid <= 1'b0;
                    state     <= S_MAC_LATCH;
                end
                S_MAC_LATCH: begin
                    acc_feedback <= mac_acc_out;
                    if (mac_count == (MACS - 1)) begin
                        state <= S_LEAKY_FEED;
                    end else begin
                        mac_count <= mac_count + 5'd1;
                        state     <= S_MAC_DRIVE;
                        mac_valid <= 1'b1;
                    end
                end
                S_LEAKY_FEED: begin
                    leaky_valid <= 1'b1;
                    wait_count  <= 2'd2;
                    state       <= S_LEAKY_WAIT;
                end
                S_LEAKY_WAIT: begin
                    leaky_valid <= 1'b0;
                    if (wait_count == 2'd0)
                        state <= S_REQ_FEED;
                    else
                        wait_count <= wait_count - 2'd1;
                end
                S_REQ_FEED: begin
                    req_valid  <= 1'b1;
                    state      <= S_REQ_WAIT;
                    wait_count <= 2'd2;
                end
                S_REQ_WAIT: begin
                    req_valid <= 1'b0;
                    if (wait_count == 2'd0) begin
                        state      <= S_DONE;
                        result_int8 <= req_out;
                        done       <= 1'b1;
                    end else
                        wait_count <= wait_count - 2'd1;
                end
                S_DONE: begin
                    state <= S_IDLE;
                end
                default: state <= S_IDLE;
            endcase
        end
    end
endmodule
`default_nettype wire
`default_nettype none
module leaky_relu (
    input  logic        clk,
    input  logic        rst_n,
    input  logic        valid,
    input  logic signed [31:0] x,
    output logic signed [31:0] y,
    output logic        done
);
    logic signed [31:0] x_shifted;   
    logic signed [31:0] y_comb;
    assign x_shifted = (x >>> 3) - (x >>> 5);
    assign y_comb    = (x[31] == 1'b0) ? x : x_shifted;   
    always_ff @(posedge clk or negedge rst_n) begin
        if (!rst_n) begin
            y    <= 32'sd0;
            done <= 1'b0;
        end else begin
            done <= valid;
            y    <= valid ? y_comb : y;
        end
    end
endmodule
`default_nettype wire
`default_nettype none
module mac_int8 (
    input  logic        clk,
    input  logic        rst_n,
    input  logic        valid,
    input  logic signed [7:0]  weight,
    input  logic signed [7:0]  activation,
    input  logic signed [31:0] acc_in,
    output logic signed [31:0] acc_out,
    output logic        done
);
    logic signed [15:0] product;
    logic signed [31:0] product_sext;
    logic signed [31:0] sum;
    assign product      = 16'($signed(weight) * $signed(activation));
    assign product_sext = 32'($signed(product));
    assign sum          = acc_in + product_sext;
    always_ff @(posedge clk or negedge rst_n) begin
        if (!rst_n) begin
            acc_out <= 32'sd0;
            done    <= 1'b0;
        end else begin
            done    <= valid;
            acc_out <= valid ? sum : acc_out;
        end
    end
endmodule
`default_nettype wire
`default_nettype none
module requantize #(
    parameter int SCALE_Q = 16    
) (
    input  logic        clk,
    input  logic        rst_n,
    input  logic        valid,
    input  logic signed [31:0] acc,
    input  logic [15:0] scale,    
    output logic signed [7:0]  out_int8,
    output logic        done
);
    logic signed [47:0] product48;
    logic signed [31:0] rounded;
    logic signed [7:0]  clamped;
    assign product48 = acc * $signed({1'b0, scale});
    assign rounded   = product48 >>> SCALE_Q;
    assign clamped = (rounded > 32'sd127)  ? 8'sd127 :
                     (rounded < -32'sd128) ? -8'sd128 :
                     rounded[7:0];
    always_ff @(posedge clk or negedge rst_n) begin
        if (!rst_n) begin
            out_int8 <= 8'sd0;
            done     <= 1'b0;
        end else begin
            done     <= valid;
            out_int8 <= valid ? clamped : out_int8;
        end
    end
endmodule
`default_nettype wire
==> run.sh <==
#!/bin/bash
# OpenROAD 26Q1-2900-gdf79404cd8, Yosys 0.63+post, stock flow scripts
make -C /OpenROAD-flow-scripts/flow DESIGN_CONFIG=/design/flow/config.mk WORK_HOME=/design/flow/orfs finish
==> results.txt <==
Implementation summary

The run finished with clean final reports. The share of cells above drive strength 1 is just under 4%. The slowest stage cell on the critical path is sky130_fd_sc_hd__fa_1.

The number of enable-type register cells in the synthesized netlist is 0. The data required time at the worst endpoint is ~26 ns. The floorplan die height is about 330 um.

Clock latency on the worst-skew pair, taken at its later pin, is between 0.4 and 0.5 ns. In the setup report, the worst path falls into the class primary input to flop. The vias per cell is roughly 4.6. The clock sink total is 131. Note, the detailed placer reported a final HPWL of between 50000 and 60000 um.

The most instantiated flip-flop cell in the synthesis netlist is sky130_fd_sc_hd__dfrtp_1. Post-CTS timing repair inserted 0 buffers for setup. Endpoints with negative setup slack in the final report add up to 0.

The TritonCTS clock tree is yes. The distinct cell type count after synthesis is around 78. Of all flip-flops after synthesis, the portion carrying an async set or reset was approximately 100%. Static timing analysis puts the maximum clock frequency at a little over 80 MHz. In the final report, the number of hold violations comes to 0. The number of warnings issued by yosys is 4. The worst min-delay path category is flop to flop.

In this run the worst path has a maximum fanout of 32. In the layout the commonest cells are 807 x sky130_fd_sc_hd__inv_1, 620 x sky130_fd_sc_hd__fa_1, 434 x sky130_fd_sc_hd__nand2_1, 245 x sky130_fd_sc_hd__and2_1, 244 x sky130_fd_sc_hd__ha_1. Counting along the longest clock path gives a buffer depth of 2. The post-route utilization of the core is recorded as 33.1%. The total inserted antenna cells is 0.

The buffer type at the clock tree root is sky130_fd_sc_hd__clkbuf_16. The relative slew slack is between 40 and 50%. Gates resized during post-CTS repair numbered 0.

The slew at the pin closest to its max-slew limit is around 0.84 ns. The total buffers and inverters traversed by the critical path is 5. The remaining number of nets flagged by the antenna check after routing is 0. The boundary pin count is approximately 80. From synthesis to final layout, the design area changed by 9.41%. The most prevalent standard cell on the critical path is sky130_fd_sc_hd__fa_1. The finished layout holds slightly below 5000 standard cells, fillers aside. Per STA, the worst path accumulates the most delay in the family adder cells. Summed over all routing layers, the global router reports a total usage of between 15 and 20%. The final timing report lists clock skew as 0.0123 ns. The iteration count recorded for the first detailed-route pass is 5. The type of element capturing the critical path is a flop. The chip area line in the Yosys stat output reads roughly 31000 sq um.

The delay of the slowest cell on the worst path is between 0.5 and 0.6 ns. The via count of the first global-routing pass is ~24000. Post-route period utilization is reported as approximately 47%. The synthesized netlist occupies a cell area of 31400 sq um. The die is between 300 and 400 um wide. The number of levels the H-tree was split into is 4. The final layout reports a setup TNS of 0 ns. Max-slew check failures listed in the final report amount to 0. The floorplan has ~120 rows.

The cell sequence reported for the critical path is clkdlybuf4s50_1 -> buf_4 -> nand2_1 -> fa_1 -> inv_1 -> fa_1 -> fa_1 -> fa_1 -> fa_1 -> inv_1 -> fa_1 -> inv_1 -> ha_1 -> a21oi_1 -> o21ai_1 -> a311oi_1 -> o41a_1 -> o311a_1 -> nor2_2 -> a221o_1 -> xor2_1 -> and4_1 -> a31oi_1 -> o22ai_1. The average cell area after synthesis is roughly 9.0 sq um. In this run, placement finished with an instance count of 4843. The number of cells reported by Yosys stat comes to ~3500. The floorplan die area is 106000 sq um. The floorplan step records an initial core utilization of 30.3%. The number of synthesized register bits is around 130. STA classifies the critical path startpoint as a primary input. Recorded from the global router log, the overflow total was 0. The share of synthesized area occupied by flip-flops and latches is about a tenth. During placement, the flow inserted port buffers numbering ~80. The warning total across the stage logs is 28.

The first global-routing pass estimated 124000 um of wire. The clock period minus final worst setup slack is about 12 ns. The weighted congestion reported at the end of routability-driven placement is between 0.9 and 1.

Entering global routing, the biggest net connects a little over 70 pins. After clock tree synthesis, the clock-pin slew on the worst setup and hold paths is approximately 0.060 ns. Counting every instance in the synthesized netlist gives about 3500. The number of max-cap violations is 0. The detailed router finished its first iteration with 816 violations. The initial antenna violation count is 1. The clock buffer count from CTS is 17. The number of hold-repair buffers added at the cts stage is 0. The total wire length after detailed routing is 72200 um. Per the detail_route report, routed wire per instance is around 15 um. The core region area is between 100000 and 150000 sq um. The most common logic cell in the final layout is sky130_fd_sc_hd__inv_1. Setup repair after global routing left no endpoint under its margin.

The data arrival time of the worst path is roughly 13 ns. In the routed design, unresolved DRC markers number 0. The final route contains ~22000 vias.
==> state kept, by name, summed over array words and instances (netlist names), 2 cells and up <==
| name | cells |
|---|---|
| result_int8 | 8 |
| acc_feedback | 32 |
| u_leaky.y | 32 |
| u_req.out_int8 | 8 |
| u_mac.acc_out | 32 |
| state | 9 |
| mac_count | 5 |
| wait_count | 2 |
==> metrics by stage <==
step / hold slack [ns] / setup slack [ns] / cell area, sq um
floorplan: 0.346 / 14.42 / 31400
global placement: 0.351 / 13.32 / 33700
detailed placement: 0.357 / 13.23 / 33700
CTS: 0.373 / 13.78 / 34300
global route: 0.382 / 13.18 / 34300
finish: 0.367 / 13.71 / 34300
==> final timing paths <==
kind	from	to	slack (ns)	depth (start not counted)
min reg2reg	state[5]	state[3]	0.37	0
max reg2reg	u_leaky.y[20]	u_req.out_int8[6]	18.37	22
min in group asynchronous	rst_n	result_int8[1]	4.68	1
min	state[5]	state[3]	0.37	0
max in group asynchronous	rst_n	acc_feedback[1]	20.13	2
max	scale[8]	u_req.out_int8[6]	13.71	24
==> synth_stat cells, types with 33 or more instances <==
library cell / count / area, sq um
sky130_fd_sc_hd__a21o_1: 65 / 488
sky130_fd_sc_hd__a21oi_1: 122 / 611
sky130_fd_sc_hd__and2_1: 245 / 1530
sky130_fd_sc_hd__clkbuf_1: 117 / 439
sky130_fd_sc_hd__dfrtp_1: 130 / 3250
sky130_fd_sc_hd__fa_1: 620 / 12400
sky130_fd_sc_hd__ha_1: 244 / 3050
sky130_fd_sc_hd__inv_1: 807 / 3030
sky130_fd_sc_hd__mux2_2: 35 / 394
sky130_fd_sc_hd__nand2_1: 434 / 1630
sky130_fd_sc_hd__nor2_1: 83 / 312
sky130_fd_sc_hd__o21ai_0: 54 / 270
sky130_fd_sc_hd__o31ai_1: 33 / 248
sky130_fd_sc_hd__xnor2_1: 88 / 771
sky130_fd_sc_hd__xor2_1: 34 / 298
==> routing by layer <==
layer	part of all wire, %	track usage, %	routed length [um]	up-vias
met5	0.16	0.861	112	-
met4	1.5	1.82	1100	6
met3	8.3	5.87	6000	66
met2	46	23.3	32900	593
met1	44	21.2	32100	11100
li1	-	-	-	10600
==> worst reg2reg max path, stage by stage (launching register included) <==
cell and delay [ns]:
sky130_fd_sc_hd__dfrtp_1 0.89, sky130_fd_sc_hd__nand2_1 0.16, sky130_fd_sc_hd__fa_1 0.54, sky130_fd_sc_hd__fa_1 0.52, sky130_fd_sc_hd__fa_1 0.51, sky130_fd_sc_hd__inv_1 0.05, sky130_fd_sc_hd__fa_1 0.52, sky130_fd_sc_hd__fa_1 0.51
sky130_fd_sc_hd__inv_1 0.05, sky130_fd_sc_hd__fa_1 0.47, sky130_fd_sc_hd__inv_1 0.05, sky130_fd_sc_hd__ha_1 0.34, sky130_fd_sc_hd__a21oi_1 0.27, sky130_fd_sc_hd__o21ai_1 0.14, sky130_fd_sc_hd__a311oi_1 0.30, sky130_fd_sc_hd__o41a_1 0.29
sky130_fd_sc_hd__o311a_1 0.27, sky130_fd_sc_hd__nor2_2 0.10, sky130_fd_sc_hd__a221o_1 0.35, sky130_fd_sc_hd__xor2_1 0.18, sky130_fd_sc_hd__and4_1 0.19, sky130_fd_sc_hd__a31oi_1 0.52, sky130_fd_sc_hd__o22ai_1 0.17
==> final cells by class <==
| class | instances | area, sq um |
|---|---|---|
| Clock buffer | 19 | 443 |
| Clock inverter | 13 | 173 |
| Fill cell | 10600 | 69300 |
| Inverter | 808 | 3030 |
| Multi-Input combinational cell | 2404 | 24600 |
| Sequential cell | 131 | 3280 |
| Tap cell | 1380 | 1730 |
| Timing Repair Buffer | 120 | 1100 |
==> kinds of logic (layout without fill, tap and decap cells) <==
family,after synthesis,count (layout),synth area share [%]
simple gates,945,945,14.6
fa+ha+maj,864,864,49.3
compound gates,412,412,8.92
xor+xnor,122,122,3.40
mux,61,61,2.09
flops,131,131,10.5
buf+inv,933,960,11.3
