**./config.mk**
```make
export PLATFORM = sky130hd
export DESIGN_NAME = maxpool_unit
export DESIGN_NICKNAME = maxpool_unit
export VERILOG_FILES = /design/flow/design.v
export SDC_FILE = /design/flow/constraint.sdc
export NUM_CORES = 4
export LEC_CHECK = 1
export CORE_AREA = 10 10 107 107
export DIE_AREA = 0 0 117 117
```
**./constraint.sdc**
```tcl
current_design maxpool_unit

set clk_period 1.0
set clk_io_pct 0.2

create_clock -name clk0 -period $clk_period [get_ports {clk}]

set non_clock_inputs [all_inputs -no_clocks]
set_input_delay [expr $clk_period * $clk_io_pct] -clock clk0 $non_clock_inputs
set_output_delay [expr $clk_period * $clk_io_pct] -clock clk0 [all_outputs]
```
**./design.v**
```verilog
`default_nettype none
module maxpool_unit (
    input  logic        clk,
    input  logic        rst_n,
    input  logic        valid,
    input  logic signed [7:0] a, b, c, d,
    output logic signed [7:0] max_out,
    output logic        done
);
    logic signed [7:0] max_ab, max_cd;
    assign max_ab = (a > b) ? a : b;
    assign max_cd = (c > d) ? c : d;
    logic signed [7:0] max_final;
    assign max_final = (max_ab > max_cd) ? max_ab : max_cd;
    always_ff @(posedge clk or negedge rst_n) begin
        if (!rst_n) begin
            max_out <= 8'sd0;
            done    <= 1'b0;
        end else begin
            done    <= valid;
            max_out <= valid ? max_final : max_out;
        end
    end
endmodule
`default_nettype wire
```
**./run.sh**
```bash
#!/bin/bash
# OpenROAD 26Q1-2900-gdf79404cd8, Yosys 0.63+post, stock flow scripts
make -C /OpenROAD-flow-scripts/flow DESIGN_CONFIG=/design/flow/config.mk WORK_HOME=/design/flow/orfs finish
```
==> results_dict.tcl <==
# collected from the flow reports
set metrics [dict create \
    fin_setup_tns_ns -17.49 \
    ys_cells 182 \
    preCtsSetupSlack_ns -2.998 \
    core_util_floorplan 0.1576 \
    outcome "finished with violations" \
    drt_drc_violations_left 0 \
    cp-start-kind "input port" \
    pwr-share-clk 0.127 \
    cts_hold_buf 0 \
    slew_headroom 0.7431 \
    hold_viol 0 \
    routed_wl_um 5364 \
    synth.most_common_cell "inv_1" \
    ys_sh_adder 0.2073 \
    drt_pre_antenna_iters 4 \
    max_freq_mhz 306.0 \
    vias_per_cell 4.289 \
    worst-path-stages 18 \
    fin_crit_sh 3.268 \
    ff_type "dfrtp_1" \
    setup_viol 8 \
    ir_drop_mv 0.6224 \
    synth-seq-area-share 0.1554 \
    ios 44 \
    cpPeakStageDelay_ns 0.33 \
    mux_share 0.08377 \
    cts_tree "yes" \
    worstSetupEndpointType "register" \
    drive_gt1_frac 0.5522 \
    path_cells "buf_6, inv_4, ha_4, nand4_1, o221ai_4, buf_4, buf_4, o31ai_1, o31ai_2, or3_1, ha_1, nand4_1, a21oi_2, o32ai_4, buf_4, buf_6, or2_4, o221a_4" \
    violations "setup timing" \
    p_int_uw 2136 \
    rsz0062_at_grt "yes" \
    crit_path_max_fanout 7 \
    wl_per_cell_um 13.15 \
    die_y_um 117 \
    p_sw_uw 1178 \
    io_buffers 43 \
    ys_area_um2 1449 \
    die_w_um 117 \
    synth_top_cell_by_area "ha_1" \
    core_area_um2 9196 \
    antenna_cells 0 \
    rows 35 \
    die_area_um2 13690 \
    dpl.cell_count 389 \
    criticalPathCategory "input port to register" \
    clk_pin_slew_worst_paths_ns 0.05 \
    swShare 0.3555 \
    yosysTopAreaCellShare 0.2073 \
    syn_to_final_growth_pct 101.8 \
    seq_power_share 0.176 \
    cp.arrival_ns 3.39 \
    seq_area_um2 225.2 \
    synth.ff_latch_count 9 \
    cts-root-buf "clkbuf_8" \
    clock_skew_ns 0 \
    yosys_warnings 1 \
    vias 1750 \
    drt_iter0_markers 52 \
    synth_area_um2 1449 \
    worst_hold_slack_ns 0.2858 \
    final_core_util 0.3180 \
    synth-compound-area-share 0.2176 \
    simple_gate_area_frac 0.2496 \
    tritoncts.num_buffers 3 \
    cts_num_sinks 9 \
    cellPowerDensity_nw_per_um2 1134 \
    routabilityCongestion 0.7989 \
    hpwl_um 4451 \
    cp_slowest_cell "or3_1" \
    synth-edff-count 0 \
    drv_slew 0 \
    setup_ws_ns -2.268 \
    fin_cells 408 \
    area_leaders "ha_1 21%, dfrtp_1 16%, mux2i_1 7.6%" \
    power.leakage_uw 0.001320 \
    synth.logic.top_family "simple AND/OR/NAND/NOR gates" \
    grt_max_degree 11 \
    maxCapViolCount 0 \
    power.share.combinational 0.697 \
    ys_types 48 \
    crit_top_cell "buf_4" \
    grt_overflow 0 \
    cp.required_ns 1.12 \
    max_slew.worst_pin.slew_ns 0.3799 \
    async_reset_ff_frac 1.000 \
    path_delay_family "AND-OR/OR-AND gates" \
    antenna_found_initial 0 \
    syn_area_per_cell_um2 7.961 \
    hold_class "input port to async pin" \
    ys_top_cells_by_count "27 x inv_1, 24 x ha_1, 16 x nand2_1, 14 x nor2_1, 11 x mux2i_1" \
    htree_num_levels 1 \
    xor_area_frac 0 \
    warnings 28 \
    fill_cells 937 \
    cts.path.max_buffers 2 \
    worstSkewPairLatency_ns 0.23 \
    min_period_ns 3.268 \
    netlist_instances 182 \
    grt_pass1_vias 1878 \
    antenna_left 0 \
    crit_buf_inv 6 \
    worst-r2r-cell-count 4 \
    grt_usage 0.08056 \
    grt_pass1_wl_um 8921 \
    logic_area_um2 1486 \
]
final cells by class:
class	count	area share
clock buffers	4	0.01540
inverters	29	0.04151
multi-input cells	140	0.5083
flip-flops and latches	9	0.07702
well taps	111	0.04750
repair buffers	115	0.3102
metrics by stage:
| stage | total power (µW) | instance area [µm²] |
|---|---|---|
| 2_1_floorplan | 1432 | 1550 |
| 3_3_place_gp | 2483 | 2542 |
| 3_5_place_dp | 2480 | 2542 |
| 4_1_cts | 3248 | 2860 |
| 5_1_grt | 3609 | 2924 |
| 6_report | 3315 | 2924 |
power groups by stage:
| stage | clock (µW) | combinational (µW) | sequential (µW) |
|---|---|---|---|
| final | 421 | 2310 | 582 |
| after global routing | 456 | 2540 | 612 |
| after CTS | 434 | 2230 | 583 |
sequential cells by signal (all words and copies together), names as in the netlist:
name / cells
max_out: 8
done: 1
cells by family (layout without fill, tap and decap cells):
family / Yosys count / after routing
adder cells (fa/ha/maj): 24 / 24
buffers and inverters: 33 / 148
AND/OR/NAND/NOR: 67 / 67
multiplexers: 12 / 12
flip-flops: 9 / 9
AND-OR/OR-AND: 37 / 37
what timing repair did:
action / CTS / global route
setup endpoints to repair: 17 / 10
pin swaps: 34 / 11
buffers inserted: 10 / 5
resized: 169 / 12
gates cloned: 0 / 0
placed cells by master (no fill, tap or decap), types with 9 or more instances in the layout:
master,count
buf_4,70
inv_1,16
dlygate4sd2_1,14
buf_2,14
nand2_1,13
nor2_1,13
ha_1,12
ha_4,12
dfrtp_1,9
metal layers:
layer,GRT usage,vias to the layer above,routed length (µm)
li1,-,901,-
met1,0.1009,830,2304
met2,0.1432,19,2797
met3,0.02167,0,262
met4,0.0008237,0,0
met5,0,-,0
path summary, 6_finish.rpt:
| check | start | to | slack (ns) |
|---|---|---|---|
| max in group asynchronous | rst_n | max_out[4] | 0.61 |
| setup reg to reg | max_out[3] | max_out[3] | 0.14 |
| hold reg to reg | max_out[1] | max_out[1] | 0.49 |
| setup / recovery | d[5] | max_out[5] | -2.27 |
| min in group clk0 | d[1] | max_out[1] | 0.46 |
| hold / removal | rst_n | max_out[1] | 0.29 |
worst reg2reg max path, delay by kind of cell (launching register included):
family,cells,cell delay [ns]
buf+inv,1,0.13
flops,1,0.37
compound gates,2,0.19
simple gates,1,0.06
Power and IR drop assume default switching activity.
